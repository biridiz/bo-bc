--- /design/flow/run.sh ---
#!/bin/bash
# OpenROAD 26Q1-2900-gdf79404cd8, Yosys 0.63+post, stock flow scripts
make -C /OpenROAD-flow-scripts/flow DESIGN_CONFIG=/design/flow/config.mk WORK_HOME=/design/flow/orfs finish
--- /design/flow/constraint.sdc ---
current_design FSM

set clk_period 1.1
set clk_io_pct 0.2

create_clock -name clk0 -period $clk_period [get_ports {clk}]

set non_clock_inputs [all_inputs -no_clocks]
set_input_delay [expr $clk_period * $clk_io_pct] -clock clk0 $non_clock_inputs
set_output_delay [expr $clk_period * $clk_io_pct] -clock clk0 [all_outputs]
--- /design/flow/config.mk ---
export PLATFORM = sky130hd
export DESIGN_NAME = FSM
export DESIGN_NICKNAME = FSM
export VERILOG_FILES = /design/flow/design.v
export SDC_FILE = /design/flow/constraint.sdc
export NUM_CORES = 4
export LEC_CHECK = 1
export CORE_AREA = 10 10 70 70
export DIE_AREA = 0 0 80 80
--- /design/flow/design.v ---
module FSM (
    input clk,
    input rst,
    input INICIO,
    input ZERO,
    output wire H,
    output wire LX,
    output wire LH,
    output wire LS,
    output wire [1:0] M0,
    output wire [1:0] M1,
    output wire [1:0] M2
);
    reg [0:3] STATE;
    wire [0:3] NEXT_STATE;
    assign NEXT_STATE[0] = (STATE[1] & STATE[2] & STATE[3]) | (STATE[0] & ~STATE[3]);
    assign NEXT_STATE[1] = (~STATE[1] & STATE[2] & STATE[3]) | (STATE[1] & ~STATE[2] | STATE[1] & ~STATE[3]);
    assign NEXT_STATE[2] = (~STATE[0] & ~STATE[2] & STATE[3]) | (STATE[2] & ~STATE[3]);
    assign NEXT_STATE[3] = (~STATE[3] & INICIO);
    assign H = (~STATE[0] & ~STATE[1]) | (~STATE[0] & ~STATE[2]);      
    assign LX = ~STATE[0] & ~STATE[1] & ~STATE[2] & ~STATE[3];
    assign LS = STATE[1]&~STATE[2]&STATE[3]|STATE[0]&STATE[3];
    assign LH = ~STATE[0]&~STATE[1]&STATE[3]|STATE[2]&STATE[3];
    assign M0[1] = (STATE[1] & ~STATE[2]) | STATE[0];
    assign M0[0] = (~STATE[1] & STATE[2]) | STATE[0];
    assign M1[1] = STATE[1]&STATE[2];
    assign M1[0] = ~STATE[0]&~STATE[1]&~STATE[2];
    assign M2[1] = STATE[2] | STATE[0];
    assign M2[0] = STATE[2] | STATE[0]; 
    always @(posedge clk) begin
        if (rst) begin
            STATE <= 0;
        end else begin
            STATE <= NEXT_STATE;
        end
    end
endmodule
==> out/results.md <==
| Parameter | Value |
| --- | --- |
| Yosys stat area | 229 sq um |
| Violation tally from detailed-route iteration zero | 4 |
| Clock latency on the worst-skew pair | 0.23 ns |
| Die extent in x | 80 um |
| Drc violations | 0 |
| GR met1 Demand/Resource | 2.92% |
| Total iterations of the first detailed-routing run | 3 |
| DR vias | 281 |
| Dominant cells by area after synthesis | sky130_fd_sc_hd__dfxtp_1 (35%), sky130_fd_sc_hd__buf_4 (6.6%), sky130_fd_sc_hd__o21a_1 (6.6%) |
| Number of sinks handled by clock tree synthesis | 4 |
| Proportion of synthesized chip area in sequential cells | 35.0% |
| Tool Warnings | 28 |
| Most common cell after layout, fill and taps aside | sky130_fd_sc_hd__buf_6 |
| Slowest-stage cell, CP | sky130_fd_sc_hd__dfxtp_2 |
| Worst slew slack as a fraction of its limit | 87.5% |
| Share of the clock period used by the worst path after layout | 120% |
| Top achievable clock speed | 755 MHz |
| Worst slack, placed | -0.362 ns |
| Data arrival, critical path | 1.10 ns |
| Endpoint kind of the worst setup timing path | primary output |
| Setup skew after layout | 0.00120 ns |
| Post-synthesis cell count | 27 |
| Maximum fanout count along the critical path | 4 |
| Sort of element at the start of the critical path | register |
| Status | complete, but fails checks |
| Transition time at the pin with the least slew margin | 0.186 ns |
| Synthesis-to-finish area growth | 127% |
| Post-layout utilization of the core | 15.2% |
| Diodes inserted | 0 |
| Floorplan core density | 6.70% |
| Synth cell types | 18 |
| Number of global-route vias before repair | 298 |
| Met3 usage in global routing | 2.50% |
| Count of final setup violators | 11 |
| Average wire per standard cell | 7.71 um |
| Overall die height | 80 um |
| RSZ-0062 raised after global routing | yes |
| Dominant delay contributor by cell family on the critical path | flip-flops |
| Total leakage power | 0.221 nW |
| CTS max path bufs | 2 |
| Met2 Track Usage GR | 3.13% |
| Clock tree root driver cell | sky130_fd_sc_hd__clkbuf_4 |
| Final Hold Viols | 0 |
| Worst setup margin | -0.225 ns |
| Power Density | 876 nW/um^2 |
| Overall routing resource usage | 2.50% |
| Library cell occupying the most area in the post-synthesis netlist | sky130_fd_sc_hd__dfxtp_1 |
| Vias per inst | 2.87 |
| Peak ir drop on the vdd network | 229 uV |
| Final HPWL from detailed placement | 589 um |
| Largest net degree at the start of global routing | 8 |
| Antenna violations before repair | 0 |
| Top Layout Cells | sky130_fd_sc_hd__buf_6 (9), sky130_fd_sc_hd__buf_4 (7), sky130_fd_sc_hd__buf_2 (6) |
| Number of buffers and inverters on the critical path | 2 |
| Total of warnings raised by yosys | 1 |
| Crit-path max cell delay | 0.33 ns |
| Number of storage elements in the synthesis netlist | 4 |
| Required time at the endpoint of the critical path | 0.88 ns |
| Clock transition at the registers of the reported paths | 0.04 ns |
| Chain of cells forming the critical path | or2_4 -> buf_6 -> nor3_2 -> buf_2 |
| Post-detailed-route count of antenna-violating nets | 0 |
| Final Routed Wirelength | 756 um |
| Placeable Area | 3420 sq um |
| Chip Area | 6400 sq um |
| Violated checks | negative setup slack |
| Final Max Slew Viols | 0 |
| Class of the tightest hold or removal check | register to register |
| RePlAce Congestion | 0.771 |
| Number of hold-repair buffers added at the cts stage | 0 |
| Worst Path Class, Setup | register to primary output |
| H-Tree Depth | 1 |
| Clock tree from TritonCTS | done |
| Layer carrying the most global-route usage | met2 |
| Tightest hold margin | 0.538 ns |
| Cell count in the Yosys report | 27 |
| First-pass GRT wire length | 1.32 mm |
| Num CTS Buffers | 3 |
| Mean cell area of the mapped netlist | 8.48 sq um |
| Number of top-level pins | 14 |
| Count of port buffers added during placement | 12 |
| Min cycle time layout | 1.32 ns |
| Fraction of synthesized cell area taken by the top area cell type | 35.0% |
| Count of max-cap constraint violations | 0 |
| Fraction of final layout cells sized beyond drive strength 1 | 69.2% |
| Row Count | 21 |
| Netlist Area Pre-Place | 229 sq um |
| Final global-route overflow total | 0 |
timing repair:
action / in CTS / in global routing
gates resized: 45 / 5
buffers inserted: 3 / 0
hold endpoints to repair: 0 / 0
gates cloned: 0 / 0
pin swaps: 8 / 3
setup endpoints to repair: 11 / 11
per-layer routing:
| metal | vias up | wire, um |
|---|---|---|
| met5 | - | 0 |
| met4 | 0 | 0 |
| met3 | 0 | 150 |
| met2 | 14 | 251 |
| met1 | 125 | 354 |
| li1 | 142 | - |
stage by stage:
step	power, mW	area, sq um	TNS (ns)	instances
final	0.455	519	-1.45	98
after global routing	0.492	519	-2.08	98
after global placement	0.258	459	-2.89	92
after floorplan	0.187	229	0	27
after detailed placement	0.260	459	-2.93	92
after CTS	0.463	500	-1.56	98
logic make-up after synthesis:
family                 Yosys count  synth area share (%)
flip-flops                       4                  35.0
AND/OR/NAND/NOR                 13                  35.0
AND-OR/OR-AND                    7                  21.9
buffers and inverters            3                  8.19
synth_stat cells:
| master | n |
|---|---|
| sky130_fd_sc_hd__nand2b_1 | 1 |
| sky130_fd_sc_hd__o31ai_1 | 1 |
| sky130_fd_sc_hd__dfxtp_1 | 4 |
| sky130_fd_sc_hd__o21a_1 | 2 |
| sky130_fd_sc_hd__nor2_1 | 3 |
| sky130_fd_sc_hd__a21bo_2 | 1 |
| sky130_fd_sc_hd__nand3_1 | 1 |
| sky130_fd_sc_hd__or4b_1 | 1 |
| sky130_fd_sc_hd__nor3_1 | 1 |
| sky130_fd_sc_hd__and2b_1 | 1 |
| sky130_fd_sc_hd__and2_2 | 1 |
| sky130_fd_sc_hd__a21oi_1 | 2 |
| sky130_fd_sc_hd__nor3b_1 | 1 |
| sky130_fd_sc_hd__nand3b_1 | 1 |
| sky130_fd_sc_hd__o21bai_1 | 1 |
| sky130_fd_sc_hd__buf_4 | 2 |
| sky130_fd_sc_hd__inv_1 | 1 |
| sky130_fd_sc_hd__or2_2 | 2 |
where the power goes:
group	total (mW)	switching, mW	internal (mW)
clock	0.180	0.0580	0.122
combinational	0.115	0.0328	0.0820
sequential	0.160	0.00855	0.152
layout make-up:
type,count,area [sq um]
timing repair buffer,24,204
fill,400,2900
tap,46,57.6
multi-input combinational,20,144
clock buffer,3,22.5
sequential,4,87.6
inverter,1,3.75
final timing paths:
kind	from	endpoint	slack (ns)	depth (start not counted)
max	register	LX	-0.22	4
min	STATE[3]	register	0.54	2
max reg2reg	register	register	-0.02	3
min reg2reg	STATE[3]	register	0.54	2
worst min-delay path, cell delays in order, from the launching register on:
cell and delay, ns:
sky130_fd_sc_hd__dfxtp_4 0.36, sky130_fd_sc_hd__nand3_1 0.08, sky130_fd_sc_hd__a21oi_1 0.06
Power figures rest on the tool's default switching activity, not on a simulated workload.
