==> design.v <==
module REG_8 (
    input clk,
    input wire [0:7] in,
    input wire c,
    output wire [0:15] out
);
    reg [0:15] m;
    assign out = m;
    always @(posedge clk) begin
        if (c == 1) m = in;
        else m = m;
    end
endmodule
module REG_16 (
    input wire [0:15] in,
    input wire c,
    output wire [0:15] out
);
    reg [0:15] m;
    assign out = m;
    always @(posedge c) begin
        if (c == 1) m = in;
        else m = m;
    end
endmodule
module MUX_3 (
    input clk,
    input wire [0:7] in_A,
    input wire [0:7] in_B,
    input wire [0:7] in_C,
    input wire [1:0] select,
    output wire [0:15] out
);
    reg [0:15] m;
    assign out = m;
    always @(posedge clk) begin
        if (select == 2'b00) m = m;
        if (select == 2'b01) m = in_A;
        if (select == 2'b10) m = in_B;
        if (select == 2'b11) m = in_C;
    end
endmodule
module MUX_4 (
    input clk,
    input wire [0:15] in_A,
    input wire [0:15] in_B,
    input wire [0:15] in_C,
    input wire [0:15] in_D,
    input wire [0:1] select,
    output wire [0:15] out
);
    reg [0:15] m;
    assign out = m;
    always @(posedge clk) begin
        if (select == 2'b00) m = in_A;
        if (select == 2'b01) m = in_B;
        if (select == 2'b10) m = in_C;
        if (select == 2'b11) m = in_D;
    end
endmodule
module SUM_AND_MULT (
    input clk,
    input wire [0:15] in_A,
    input wire [0:15] in_B,
    input wire op,
    output wire [0:15] out
);
    reg [0:15] total;
    assign out = total;
    always @(posedge clk) begin
        if (op == 1) total = (in_A * in_B);
        else total = (in_A + in_B);
    end
endmodule
module BO (
    input clk,
    input wire [0:7] X,
    input wire [0:7] A,
    input wire [0:7] B,
    input wire [0:7] C,
    input wire H,
    input wire LX,
    input wire LH,
    input wire LS,
    input wire [1:0] M0,
    input wire [1:0] M1,
    input wire [1:0] M2,
    output wire [0:15] RESULT
);
    wire [0:15] OUT_reg_LH;
    wire [0:15] OUT_mux_M0;
    wire [0:15] OUT_reg_LS;
    wire [0:15] OUT_reg_LX;
    wire [0:15] OUT_mux_M2;
    wire [0:15] OUT_mux_M1;
    wire [0:15] OUT_sum_and_mult;
    assign RESULT = OUT_reg_LS;
    REG_8 reg_LX(clk, X, LX, OUT_reg_LX);
    MUX_3 mux_M0(clk, A, B, C, M0, OUT_mux_M0);
    MUX_4 mux_M2(clk, OUT_reg_LX, OUT_mux_M0, OUT_reg_LS, OUT_reg_LH, M2, OUT_mux_M2);
    MUX_4 mux_M1(clk, OUT_mux_M0, OUT_reg_LX, OUT_reg_LS, OUT_reg_LH, M1, OUT_mux_M1);
    SUM_AND_MULT sum_and_mult(clk, OUT_mux_M2, OUT_mux_M1, H, OUT_sum_and_mult);
    REG_16 reg_LS(OUT_sum_and_mult, LS, OUT_reg_LS);
    REG_16 reg_LH(OUT_sum_and_mult, LH, OUT_reg_LH);
endmodule
==> run.sh <==
#!/bin/bash
# OpenROAD 26Q1-2900-gdf79404cd8, Yosys 0.63+post, stock flow scripts
make -C /OpenROAD-flow-scripts/flow DESIGN_CONFIG=/design/flow/config.mk WORK_HOME=/design/flow/orfs finish
==> config.mk <==
export PLATFORM = sky130hd
export DESIGN_NAME = BO
export DESIGN_NICKNAME = BO
export VERILOG_FILES = /design/flow/design.v
export SDC_FILE = /design/flow/constraint.sdc
export NUM_CORES = 4
export LEC_CHECK = 1
export CORE_UTILIZATION = 50
==> constraint.sdc <==
current_design BO

set clk_period 2.0
set clk_io_pct 0.2

create_clock -name clk0 -period $clk_period [get_ports {LH}]
create_clock -name clk1 -period $clk_period [get_ports {LS}]
create_clock -name clk2 -period $clk_period [get_ports {clk}]

set non_clock_inputs [all_inputs -no_clocks]
set_input_delay [expr $clk_period * $clk_io_pct] -clock clk0 $non_clock_inputs
set_output_delay [expr $clk_period * $clk_io_pct] -clock clk0 [all_outputs]
==> results.txt <==
Figures from the flow reports.

Routing:
- The detail route stage leaves a number of antenna-violating nets equal to 0.
- The run gives the first-pass detailed-route iteration total as 4.
- The run gives the routed wire length on met2 as 8677 um.
- The run puts the aggregate routed wire length at 19700 um.
- In this run the top signal layer used is met4.
- The run puts the overall via count from detail_route at 5898.
- The run puts the number of vias per cell after detailed routing at 4.944.
- The run gives the number of design rule violations left after detail routing as 0.
- The run gives the routed wire length on met3 as 1800 um.
- The run puts the average routed wire per standard cell at 16.52 um.
- The run gives the number of DRC markers in iteration 0 as 209.
- The run puts the routed metal-1 wire length at 8781 um.
- The run gives the number of inserted diodes as 0.

Clock network:
- The run puts the clock-pin slew of the registers on the worst-case setup and hold paths at 60 ps.
- The run gives the cts-stage hold buffer count as 0.
- TritonCTS built the clock tree.
- The run puts the number of sinks on the clock net at 96.

Timing:
- The run gives the slew of the pin with the lowest slew margin as 507.3 ps.
- Across all checked pins, the minimum headroom to the slew limit is 0.6615.
- The run puts the final number of setup-violating endpoints at 13.
- Setup repair after global routing could not meet its margin everywhere.
- The run puts the final worst clock skew at 12.08 ps.
- The run puts the post-layout worst setup margin at -3080 ps.
- The run puts the number of hold violations in the final report at 0.
- The run puts the final number of max-transition violations at 0.

Logic synthesis:
- Of all flip-flops after synthesis, the portion carrying an async set or reset was 0.
- The run gives the fraction of post-synthesis cell area in the top cell type by area as 0.2016.
- Per the synthesis report, the dominant area consumer among library cells is sky130_fd_sc_hd__fa_1.
- Looking at the cell usage after synthesis, the top flip-flop cell is sky130_fd_sc_hd__edfxtp_1.
- In the post-synthesis netlist, the cell with the most instances is sky130_fd_sc_hd__inv_1.
- Synthesis produced a netlist whose cell count is 764.
- In this run, distinct cell masters in the synthesized netlist total 51.
- The run gives the mean instance size in the synthesized netlist as 10.53 um2.
- The share of the Yosys chip area taken by registers is 0.2987.
- Post-synthesis, Yosys gives the total cell area as 8043 um2.
- By count the netlist is led by sky130_fd_sc_hd__inv_1 (122), sky130_fd_sc_hd__fa_1 (81), sky130_fd_sc_hd__nand2_1 (81).
- Per the Yosys statistics, synthesis produced 764 cells.
- Summing every instance area after synthesis gives 8043 um2.
- The run gives the number of flip-flops and latches in the synthesized netlist as 96.
- Sorting the synthesized cells by area gives the leading types as sky130_fd_sc_hd__fa_1 (20%), sky130_fd_sc_hd__edfxtp_1 (18%), sky130_fd_sc_hd__dfxtp_1 (12%).
- During synthesis, Yosys emitted a total of 5 warnings.
- The run gives the number of synthesized flops with an enable pin as 48.

Hold path:
- The path class of the tightest hold or removal check is flip-flop to flip-flop.
- The run puts the depth of the worst hold-timing path at 0.
- Looking at hold timing, the worst path starts from sum_and_mult.total[4].
- Hold analysis lists the worst path endpoint as reg_LH.m[4].

Die:
- The run puts the count of boundary I/O pins at 59.
- According to the floorplan log, the row count is 45.
- The run gives the die footprint as 16600 um2.
- The run gives the initial standard-cell utilization of the core as 0.5213.
- The run puts the die extent in x at 128.8 um.
- The run gives the vertical die size as 128.8 um.
- The run puts the placeable core region at 15430 um2.

Global routing:
- The run puts the via count of the first global-routing pass at 6335.
- The run puts the overall track demand over capacity in global routing at 0.2775.
- The run gives the largest net degree at the start of global routing as 30.
- The run gives the wire length of the first global-routing pass as 32230 um.
- The run gives the number of antenna violations at the first check in global routing as 0.
- The run gives the total global routing overflow as 0.

Worst setup path:
- The run gives the critical path's slowest cell as sky130_fd_sc_hd__fa_1.
- The most numerous cell type found on the critical path is sky130_fd_sc_hd__fa_1.
- The number of buffers and inverters on the critical path is 5.
- On the critical path the data arrives at 5290 ps.
- The run puts the depth of the worst register-to-register path at 18.
- The run gives the critical register-to-register path startpoint as mux_M2.m[7].
- The run gives the reg-to-reg critical path endpoint as sum_and_mult.total[0].
- By startpoint and endpoint, the worst setup path is classified as flip-flop to flip-flop.
- STA classifies the critical path endpoint as a flip-flop.
- The run puts the largest stage delay on the critical path at 540 ps.
- Walking the worst path, the cells encountered are and2_4 -> fa_1 -> inv_2 -> fa_1 -> inv_1 -> fa_1 -> fa_1 -> fa_1 -> inv_1 -> fa_1 -> inv_2 -> ha_4 -> a2111oi_4 -> nand2_1 -> buf_6 -> a221oi_4 -> xnor2_1 -> mux2i_1.
- The run gives the largest fanout on the critical path as 3.
- The required time at the worst endpoint is listed as 2210 ps.
- The run gives the kind of cell adding the most delay to the critical path as adder cells.
- The run gives the type of element launching the critical path as a flip-flop.
- The run gives the reg2reg setup slack as -3080 ps.

Cells and area:
- The run puts the final non-filler cell total at 1193.
- The run gives the signed area change from the synthesized netlist to the final layout as 38.74%.
- The run puts the total of fill cells in the finished design at 1053.
- Of the cells placed in the final design, the portion with a size suffix greater than 1 is 0.2923.

Placement:
- After detailed placement, the design holds a cell count of 1156.
- The run puts the global placer's final weighted congestion at 0.8909.
- Once detailed placement completed, the half-perimeter wirelength came to 15750 um.
- The run gives the number of port buffers as 56.
- OpenSTA, run right after detailed placement, puts the worst setup slack at -3205 ps.

Flow run:
- The run gives the reported max-cap violation count as 0.
- The tool warning count for the run is 30.

Run status:
- The flow ran to the end, but the final reports show violations.
- The checks that failed: negative setup slack.
-- per-stage QoR --
step | setup TNS (ps) | utilization | instance area, um2 | hold slack, ps
6_report | -30710 | 0.7233 | 11160 | 425.5
3_5_place_dp | -33650 | 0.6500 | 10030 | 336.9
3_3_place_gp | -33440 | 0.6500 | 10030 | 331.1
5_1_grt | -32820 | 0.7233 | 11160 | 445.8
2_1_floorplan | -26410 | - | 8426 | 324.7
4_1_cts | -31230 | 0.7037 | 10860 | 436.2
-- cells in the final DEF, fill, tap and decap left out, drive strengths merged, types with 2 or more instances in the layout --
cell type,count
a21o,8
nor2,18
clkbuf,17
clkinv,2
inv,122
buf,134
o31ai,4
o21ai,19
o21bai,2
dfxtp,48
nor2b,19
ha,64
fa,81
xor2,13
xnor2,35
and2,64
edfxtp,48
o21a,6
and3,4
a211oi,2
mux2i,28
nand2,85
nor3,4
a21oi,27
a41oi,2
a2111oi,2
mux4,16
clkdlybuf4s50,56
bufinv,3
conb,32
nand4,2
-- final cells by class --
| class | instances | area (um2) | area share |
|---|---|---|---|
| clock buffer | 17 | 392.9 | 0.03521 |
| inverter | 122 | 460.4 | 0.04126 |
| multi-input combinational | 552 | 5813 | 0.5210 |
| sequential | 96 | 2402 | 0.2153 |
| tap | 211 | 264.0 | 0.02366 |
| timing repair buffer | 190 | 1722 | 0.1543 |
| clock inverter | 5 | 103.9 | 0.009307 |
-- how the worst max path moves through the flow --
stage,to,start,depth (start not counted),slack [ps]
after global routing,sum_and_mult.total[0],mux_M2.m[7],18,-3250
after CTS,sum_and_mult.total[0],mux_M1.m[11],18,-3100
final,sum_and_mult.total[0],mux_M2.m[7],18,-3080
-- kinds of logic after synthesis --
logic type      after synthesis  share of synthesized area
buf+inv                     147                    0.07016
simple gates                202                     0.1271
compound gates               79                    0.06347
xor+xnor                     49                    0.05787
other cells                   1                  0.0004663
fa+ha+maj                   145                     0.3012
mux                          45                    0.08105
flops                        96                     0.2987
-- sequential cells by signal, indices dropped and copies added (netlist names) --
signal / flops
reg_LH.m: 16
reg_LX.m: 8
reg_LS.m: 16
mux_M0.m: 8
mux_M2.m: 16
mux_M1.m: 16
sum_and_mult.total: 16
-- metal layers --
layer | GRT usage | vias to the layer above
li1 | - | 2878
met5 | 0 | -
met4 | 0.05813 | 0
met1 | 0.4125 | 2814
met2 | 0.4143 | 176
met3 | 0.1080 | 30
-- timing repair --
item | in CTS | in global routing
cloned | 0 | 1
buffers inserted | 10 | 7
resized | 59 | 60
pin swaps | 13 | 33
endpoints found under the setup margin | 14 | 14
